===== config.mk =====
export PLATFORM = sky130hd
export DESIGN_NAME = mrv1_ifbuf
export DESIGN_NICKNAME = mrv1_ifbuf
export VERILOG_FILES = /design/flow/design.v
export SDC_FILE = /design/flow/constraint.sdc
export NUM_CORES = 4
export LEC_CHECK = 1
export CORE_UTILIZATION = 30

===== constraint.sdc =====
current_design mrv1_ifbuf

set clk_period 18.3
set clk_io_pct 0.2

create_clock -name clk0 -period $clk_period [get_ports {clk_i}]

set non_clock_inputs [all_inputs -no_clocks]
set_input_delay [expr $clk_period * $clk_io_pct] -clock clk0 $non_clock_inputs
set_output_delay [expr $clk_period * $clk_io_pct] -clock clk0 [all_outputs]

===== design.v =====
package xrv1_pkg;
    localparam XRV_ALU_OPS_NUM = 20;
    localparam XRV_ALU_OP_WIDTH = $clog2(XRV_ALU_OPS_NUM);
    typedef enum bit [XRV_ALU_OP_WIDTH-1:0] {
        XRV_ALU_XOR = 'd0,
        XRV_ALU_OR  = 'd1,
        XRV_ALU_AND = 'd2,
        XRV_ALU_ADD = 'd3,
        XRV_ALU_SUB = 'd4,
        XRV_ALU_SRA = 'd5,
        XRV_ALU_SRL = 'd6,
        XRV_ALU_SLL = 'd7,
        XRV_ALU_LTS = 'd8,
        XRV_ALU_LTU = 'd9,
        XRV_ALU_LES = 'd10,
        XRV_ALU_LEU = 'd11,
        XRV_ALU_GTS = 'd12,
        XRV_ALU_GTU = 'd13,
        XRV_ALU_GES = 'd14,
        XRV_ALU_GEU = 'd15,
        XRV_ALU_EQ  = 'd16,
        XRV_ALU_NE  = 'd17,
        XRV_ALU_SLTS  = 'd18,
        XRV_ALU_SLTU  = 'd19
    } xrv_alu_op_e;
    typedef enum bit [1:0] {
        XRV_MUL_MUL    = 2'b00,
        XRV_MUL_MULH   = 2'b01,
        XRV_MUL_MULHSU = 2'b10,
        XRV_MUL_MULHU  = 2'b11
    } xrv_mul_op_e;
    typedef enum bit [1:0] {
        XRV_DIV_DIVU  = 2'b00,
        XRV_DIV_DIV   = 2'b01,
        XRV_DIV_REMU  = 2'b10,
        XRV_DIV_REM   = 2'b11
    } xrv_div_op_e;
    typedef enum bit [1:0] {
        XRV_CSR_READ  = 2'b00,
        XRV_CSR_WRITE = 2'b01,
        XRV_CSR_SET   = 2'b10,
        XRV_CSR_CLR   = 2'b11
    } xrv_csr_op_e;
    typedef enum bit [1:0] {
        LS_B = 2'b00,
        LS_H = 2'b01,
        LS_W = 2'b10
    } xrv_ls_data_size_e;
    typedef enum bit [2:0] {
        XRV_VEC_MODE32 = 3'b000,
        XRV_VEC_MODE16 = 3'b001,
        XRV_VEC_MODE8  = 3'b010,
        XRV_VEC_MODE4  = 3'b011,
        XRV_VEC_MODE2  = 3'b100
    } xrv_vec_mode_e;
    typedef enum bit [4:0] {
        XRV_LUI       = 5'b01101,
        XRV_AUIPC     = 5'b00101,
        XRV_JAL       = 5'b11011,
        XRV_JALR      = 5'b11001,
        XRV_BRANCH    = 5'b11000,
        XRV_LOAD      = 5'b00000,
        XRV_LOAD_FP   = 5'b00001,
        XRV_STORE     = 5'b01000,
        XRV_STORE_FP  = 5'b01001,  
        XRV_ARITH_IMM = 5'b00100,
        XRV_ARITH     = 5'b01100,  
        XRV_FENCE     = 5'b00011,
        XRV_AMO       = 5'b01011,
        XRV_SYSTEM    = 5'b11100,
        XRV_VECTOR    = 5'b10101,
        XRV_CUSTOM    = 5'b11110
    } xrv_opcode_e;
    typedef enum logic [1:0] {
        XRV_SRC0_RS0 = 'd0,
        XRV_SRC0_RS1,
        XRV_SRC0_PC,
        XRV_SRC0_IMM
    } xrv_exe_src0_sel_e;
    typedef enum logic [1:0] {
        XRV_SRC1_RS0 = 'd0,
        XRV_SRC1_RS1,
        XRV_SRC1_IMM
    } xrv_exe_src1_sel_e;
    typedef enum logic [1:0] {
        XRV_IMM0_Z = 'd0,
        XRV_IMM0_ZERO
    } xrv_imm0_sel_e;
    typedef enum logic [1:0] {
        XRV_IMM1_I = 'd0,
        XRV_IMM1_S,
        XRV_IMM1_U
    } xrv_imm1_sel_e;
    typedef enum bit [11:0] {
        XRV_CSR_MTVEC = 12'h305
    } xrv_csr_e;
endpackage
module mrv1_ifbuf #(
    parameter PC_WIDTH_P            = 32,
    parameter NUM_THREADS_P         = 8,
    parameter IF_BUF_SIZE_P         = 3,
    parameter IF_BUF_ADDR_WIDTH_LP  = $clog2(IF_BUF_SIZE_P),
    parameter TID_WIDTH_LP          = $clog2(NUM_THREADS_P)
) (
    input  logic                            clk_i,
    input  logic                            rst_i,
    input  logic                            enqueue_i,
    input  logic                            dequeue_i,
    output logic                            empty_o,
    output logic                            full_o,
    input  logic                            fetch_data_vld_i,
    input  logic [31:0]                     fetch_data_i,
    input  logic [PC_WIDTH_P-1:0]           fetch_pc_i,
    input  logic [TID_WIDTH_LP-1:0]         fetch_tid_i,
    output logic                            fetch_data_vld_o,
    output logic [31:0]                     fetch_data_o,
    output logic [PC_WIDTH_P-1:0]           fetch_pc_o,
    output logic [TID_WIDTH_LP-1:0]         fetch_tid_o
);
    logic [IF_BUF_SIZE_P-1:0][31:0]                 ifq_insn_data_q;
    logic [IF_BUF_SIZE_P-1:0][PC_WIDTH_P-1:0]       ifq_insn_pc_q;
    logic [IF_BUF_SIZE_P-1:0][TID_WIDTH_LP-1:0]     ifq_insn_tid_q;
    logic [IF_BUF_SIZE_P-1:0]                       ifq_insn_vld_q;
    logic [IF_BUF_ADDR_WIDTH_LP:0]                  ifq_size_q;
    logic [IF_BUF_ADDR_WIDTH_LP:0]                  ifq_size_n_r;
    logic [IF_BUF_ADDR_WIDTH_LP-1:0]                ifq_w_ptr_q;
    logic [IF_BUF_ADDR_WIDTH_LP-1:0]                ifq_r_ptr_q;
    wire [IF_BUF_ADDR_WIDTH_LP:0] ifq_w_ptr_p1_w = ifq_w_ptr_q + 1'b1;
    wire [IF_BUF_ADDR_WIDTH_LP:0] ifq_r_ptr_p1_w = ifq_r_ptr_q + 1'b1;
    wire [IF_BUF_ADDR_WIDTH_LP-1:0] ifq_w_ptr_n_wrp_w = (ifq_w_ptr_p1_w == IF_BUF_SIZE_P ? '0 : IF_BUF_ADDR_WIDTH_LP'(ifq_w_ptr_p1_w));
    wire [IF_BUF_ADDR_WIDTH_LP-1:0] ifq_r_ptr_n_wrp_w = (ifq_r_ptr_p1_w == IF_BUF_SIZE_P ? '0 : IF_BUF_ADDR_WIDTH_LP'(ifq_r_ptr_p1_w));
    wire [IF_BUF_ADDR_WIDTH_LP-1:0] ifq_w_ptr_n_w = enqueue_i ? ifq_w_ptr_n_wrp_w : ifq_w_ptr_q;
    wire [IF_BUF_ADDR_WIDTH_LP-1:0] ifq_r_ptr_n_w = dequeue_i ? ifq_r_ptr_n_wrp_w : ifq_r_ptr_q;
    wire [31:0] fetch_data_0_w  = ifq_insn_data_q[ifq_r_ptr_q];
    wire [31:0] fetch_data_1_w  = ifq_insn_data_q[ifq_r_ptr_n_wrp_w];
    wire fetch_data_0_vld_w     = ifq_insn_vld_q[ifq_r_ptr_q];
    wire fetch_data_1_vld_w     = ifq_insn_vld_q[ifq_r_ptr_n_wrp_w];
    assign fetch_pc_o           = ifq_insn_pc_q[ifq_r_ptr_q];
    assign fetch_tid_o          = ifq_insn_tid_q[ifq_w_ptr_q];
    xrv1_ialigner ialigner_i (
        .i_data_0_i             (fetch_data_0_w),
        .i_data_0_vld_i         (fetch_data_0_vld_w),
        .i_data_1_i             (fetch_data_1_w),
        .i_data_1_vld_i         (fetch_data_1_vld_w),
        .unalgn_pc_i            (fetch_pc_o[1]),  
        .i_data_o               (fetch_data_o),
        .i_data_vld_o           (fetch_data_vld_o)
    );
    always_ff @(posedge clk_i) begin
        if (rst_i) begin
            ifq_size_q                          <= 'b0;
            ifq_w_ptr_q                         <= 'b0;
            ifq_r_ptr_q                         <= 'b0;
            ifq_insn_vld_q                      <= 'b0;
        end
        else begin
            if (dequeue_i) begin
                ifq_insn_vld_q[ifq_r_ptr_q]     <= 1'b0;
            end
            if (enqueue_i) begin
                ifq_insn_data_q[ifq_w_ptr_q]    <= fetch_data_i;
                ifq_insn_pc_q[ifq_w_ptr_q]      <= fetch_pc_i;
                ifq_insn_tid_q[ifq_w_ptr_q]     <= fetch_tid_i;
                ifq_insn_vld_q[ifq_w_ptr_q]     <= 1'b1;
            end
            ifq_size_q                          <= ifq_size_n_r;
            ifq_w_ptr_q                         <= ifq_w_ptr_n_w;
            ifq_r_ptr_q                         <= ifq_r_ptr_n_w;
        end
    end
    assign empty_o       = ifq_size_q == '0;
    assign full_o        = ifq_size_q == {IF_BUF_ADDR_WIDTH_LP+1}'(IF_BUF_SIZE_P);
endmodule
module xrv1_ialigner
(
    input logic [31:0]      i_data_0_i,
    input logic             i_data_0_vld_i,
    input logic [31:0]      i_data_1_i,
    input logic             i_data_1_vld_i,
    input logic             unalgn_pc_i,
    output logic [31:0]     i_data_o,
    output logic            i_data_vld_o
);
    always_comb begin
        if (unalgn_pc_i) begin
            i_data_o = { i_data_1_i[15:0], i_data_0_i[31:16] };
            if (i_data_0_i[17:16] == 2'b11)
                i_data_vld_o = i_data_0_vld_i & i_data_1_vld_i;
            else
                i_data_vld_o = i_data_0_vld_i;
        end
        else begin
            i_data_o = i_data_0_i;
            i_data_vld_o = i_data_0_vld_i;
        end
    end
endmodule

===== run.sh =====
#!/bin/bash
# OpenROAD 26Q1-2900-gdf79404cd8, Yosys 0.63+post, stock flow scripts
make -C /OpenROAD-flow-scripts/flow DESIGN_CONFIG=/design/flow/config.mk WORK_HOME=/design/flow/orfs finish

==> ci_impl_report.md <==
### Yosys + OpenROAD results

| Metric | Value |
|---|---|
| Drc violations | 0 |
| Fa+ha+maj area frac | 0.00452 |
| Slew @ Worst Pin | 0.808 ns |
| Area fraction in mux cells | 0.123 |
| Synth warn | 5 |
| Required time of the critical path | 14.64 ns |
| Most numerous logic cells after layout | edfxtp_1 (201), nand2_1 (175), o21ai_0 (169), clkdlybuf4s50_1 (138), inv_1 (136) |
| Critical path, cell by cell | buf_4 -> buf_4 -> mux2i_1 -> a2bb2oi_1 -> o41a_1 -> clkdlybuf4s50_1 |
| Met2 routed wirelength | between 10,000 and 15,000 um |
| Setup violations, final | 0 |
| Gr ovfl total | 0 |
| Yosys stat chip area | around 11,000 um2 |
| Crit share post-route | 0.412 |
| RSZ-0062 raised after global routing | no |
| CP arrival | ~3.9 ns |
| Syn Inst Count | 1,030 |
| End of the critical path | fetch_data_vld_o |
| Hold_buf cts | 0 |
| Min-Delay Path Class | reg -> reg |
| Compound-Gate Fraction of Synth Area | 0.161 |
| ANT nets after route | 0 |
| Max-area cell share | 0.545 |
| Startpoint Class | flip-flop |
| Layout Cells excl Fill | between 1,500 and 2,000 |
| Register share after synthesis | 0.558 |
| Peak supply drop | just under 80 uV |
| Routed via count | 8,177 |
| Die area | between 30,000 and 40,000 um2 |
| FF-to-FF setup slack | between 15 and 20 ns |
| Worst Skew | around 0.018 ns |
| Mapped Avg Cell Area | roughly 11 um2 |
| Biggest area cells | edfxtp_1 (55%), mux2i_1 (10%), o21ai_0 (7.6%), nand2_1 (5.9%), a22o_1 (5.3%) |
| Post-synth cell types | 30 |
| Post-synth ARST share | 0 |
| Post-CTS setup repair buffer count | 0 |
| H-Tree Depth | 1 |
| Max cap viols | 0 |
| Post-synth EDFFs | 201 |
| Fin. Hold Viols | 0 |
| Slew Limit Fails | 0 |
| Routed metal-1 wire length | between 10,000 and 15,000 um |
| Most frequent CP cell | buf_4 |
| Antenna violations before repair | 7 |
| Post-DR wirelength/cell | between 15 and 20 um |
| Power per cell area | just over 90 nW/um2 |
| Slew headroom | 0.461 |
| Crit end category | output pin |
| Drt total wl | 30,900 um |
| DR top layer | met5 |
| DIE WIDTH | about 190 um |
| Core area | around 36,000 um2 |
| CTS tree | done |
| CP max stage cell | dfxtp_4 |
| I/O Pins | 142 |
| Num CTS Buffers | 24 |
| Pleak | 5.03 nW |
| Largest net degree at the start of global routing | around 110 |
| Clock Sinks | ~210 |
| DRT Pass-1 Iters | 4 |
| Layout cell share with drive strength beyond 1 | 0.0711 |
| FP Rows | around 70 |
| OpenROAD warnings | 32 |
| Drt initial violations | ~480 |
| All-Layer GR Usage | 0.173 |
| GP Congestion | 0.797 |
| Yosys reg bits | 208 |
| Reg area | 6180 um2 |
| Logic family by area | AND-OR/OR-AND gates |
| Multi-input gate area | slightly above 4000 um2 |
| CP Class | reg -> out |
| Clock latency at the later pin of the worst-skew pair | approximately 0.52 ns |
| # Cells Yosys | between 1,000 and 1,500 |
| WL met3 | 2840 um |
| Root Buffer | clkbuf_16 |
| Area growth syn-to-layout | 22.9% |
| Die H | between 150 and 200 um |
| CTS max path bufs | 3 |
| First-pass GRT wire length | about 50,000 um |
| RR Endpoint | ifq_insn_data_q[41] |
| Vias/cell | 5.06 |
| CTS resizes | 0 |
| Fillers | between 3,000 and 4,000 |
| Ys flop type | edfxtp_1 |
| Clk slew on worst S/H paths | 0.06 ns |
| Yosys xor share | 0 |
| Status | finished clean |
| Post-Syn Area | roughly 11,000 um2 |
| Vias in the first global route | approximately 8,400 |
| Dpl cells | around 1,600 |
| WHS | a little under 0.5 ns |
| Fp util | 0.308 |
| Top cell excl fill/tap | edfxtp_1 |
| FF-to-FF path depth | 6 |
| Cell taking the most area after synthesis | edfxtp_1 |
| Fmax | about 130 MHz |
| Max Fanout on Critical Path | 37 |
| Buffers on Ports | ~140 |
| Final Util | 0.379 |
| Yosys simple share | 0.0700 |
| Post-layout min period | roughly 7.5 ns |
| Critical Path Source | ifq_r_ptr_q[0] |
| Worst path max stage delay | about 0.72 ns |
| Setup TNS | 0 ns |
| HPWL Detailed | 17,900 um |
| Crit Reg-Reg Startpoint | ifq_w_ptr_q[0] |
==> power by group <==
part / switching (mW) / internal [mW]
logic: 0.100 / 0.107
clock network: 0.191 / 0.276
registers: 0.0185 / 0.559
total: 0.310 / 0.941
==> cells by family (layout without fill, tap and decap cells) <==
group / Yosys count / after routing
multiplexers: 134 / 134
other: 2 / 4
adder cells (fa/ha/maj): 4 / 4
AND/OR/NAND/NOR: 191 / 191
AND-OR/OR-AND: 278 / 278
flip-flops: 208 / 208
buffers and inverters: 213 / 337
==> critical path: cells and delay by family (launching register included) <==
kind | cells | cell delay, ns
buf+inv | 3 | 1.70
flops | 1 | 0.72
compound gates | 2 | 0.62
mux | 1 | 0.29
==> worst min path at each step <==
stage | startpoint | cells past startpoint | to
after CTS | ifq_insn_vld_q[1] | 2 | ifq_insn_vld_q[1]
after global routing | ifq_insn_vld_q[1] | 2 | ifq_insn_vld_q[1]
final | ifq_insn_vld_q[0] | 2 | ifq_insn_vld_q[0]
==> cells in the mapped netlist, drive strengths merged, types with 4 or more instances <==
cell / count
o21ai: 169
clkbuf: 29
buf: 46
a2bb2oi: 33
mux2: 18
dfxtp: 7
mux2i: 116
nand2b: 4
edfxtp: 201
nand2: 175
inv: 138
ha: 4
a21oi: 7
a22o: 67
==> stage by stage <==
stage | total power, mW | worst slack (ns) | area, um2
detailed placement | 0.795 | 11.26 | 12800
global placement | 0.792 | 11.30 | 12800
global route | 1.31 | 10.58 | 13600
floorplan | 0.697 | 4.88 | 11100
finish | 1.25 | 10.75 | 13600
CTS | 1.27 | 10.70 | 13600
==> final cells by class <==
| type | count | area share |
|---|---|---|
| sequential | 208 | 0.455 |
| multi-input combinational | 609 | 0.296 |
| timing repair buffer | 156 | 0.112 |
| clock buffer | 29 | 0.0471 |
| tap | 461 | 0.0424 |
| inverter | 138 | 0.0384 |
| clock inverter | 14 | 0.00846 |
| antenna | 2 | 0.000368 |
==> metal layers <==
layer	up-vias	track usage
met4	8	0.0247
met5	-	0
met1	3997	0.248
li1	3856	-
met3	42	0.0635
met2	274	0.268
==> sequential cells by signal (all words and copies together) (netlist names) <==
name and count:
ifq_insn_vld_q 3, ifq_w_ptr_q 2, ifq_insn_pc_q 96, ifq_r_ptr_q 2, ifq_insn_tid_q 9, ifq_insn_data_q 96
No activity file was given, so power comes from the tool's default toggle rates.
