**/design/flow/config.mk**
```make
export PLATFORM = sky130hd
export DESIGN_NAME = mrv1_rf
export DESIGN_NICKNAME = mrv1_rf
export VERILOG_FILES = /design/flow/design.v
export SDC_FILE = /design/flow/constraint.sdc
export NUM_CORES = 4
export LEC_CHECK = 1
export CORE_UTILIZATION = 50
```
**/design/flow/constraint.sdc**
```tcl
current_design mrv1_rf

set clk_period 135.6
set clk_io_pct 0.2

create_clock -name clk0 -period $clk_period [get_ports {clk_i}]

set non_clock_inputs [all_inputs -no_clocks]
set_input_delay [expr $clk_period * $clk_io_pct] -clock clk0 $non_clock_inputs
set_output_delay [expr $clk_period * $clk_io_pct] -clock clk0 [all_outputs]
```
**/design/flow/design.v**
```verilog
package xrv1_pkg;
    localparam XRV_ALU_OPS_NUM = 20;
    localparam XRV_ALU_OP_WIDTH = $clog2(XRV_ALU_OPS_NUM);
    typedef enum bit [XRV_ALU_OP_WIDTH-1:0] {
        XRV_ALU_XOR = 'd0,
        XRV_ALU_OR  = 'd1,
        XRV_ALU_AND = 'd2,
        XRV_ALU_ADD = 'd3,
        XRV_ALU_SUB = 'd4,
        XRV_ALU_SRA = 'd5,
        XRV_ALU_SRL = 'd6,
        XRV_ALU_SLL = 'd7,
        XRV_ALU_LTS = 'd8,
        XRV_ALU_LTU = 'd9,
        XRV_ALU_LES = 'd10,
        XRV_ALU_LEU = 'd11,
        XRV_ALU_GTS = 'd12,
        XRV_ALU_GTU = 'd13,
        XRV_ALU_GES = 'd14,
        XRV_ALU_GEU = 'd15,
        XRV_ALU_EQ  = 'd16,
        XRV_ALU_NE  = 'd17,
        XRV_ALU_SLTS  = 'd18,
        XRV_ALU_SLTU  = 'd19
    } xrv_alu_op_e;
    typedef enum bit [1:0] {
        XRV_MUL_MUL    = 2'b00,
        XRV_MUL_MULH   = 2'b01,
        XRV_MUL_MULHSU = 2'b10,
        XRV_MUL_MULHU  = 2'b11
    } xrv_mul_op_e;
    typedef enum bit [1:0] {
        XRV_DIV_DIVU  = 2'b00,
        XRV_DIV_DIV   = 2'b01,
        XRV_DIV_REMU  = 2'b10,
        XRV_DIV_REM   = 2'b11
    } xrv_div_op_e;
    typedef enum bit [1:0] {
        XRV_CSR_READ  = 2'b00,
        XRV_CSR_WRITE = 2'b01,
        XRV_CSR_SET   = 2'b10,
        XRV_CSR_CLR   = 2'b11
    } xrv_csr_op_e;
    typedef enum bit [1:0] {
        LS_B = 2'b00,
        LS_H = 2'b01,
        LS_W = 2'b10
    } xrv_ls_data_size_e;
    typedef enum bit [2:0] {
        XRV_VEC_MODE32 = 3'b000,
        XRV_VEC_MODE16 = 3'b001,
        XRV_VEC_MODE8  = 3'b010,
        XRV_VEC_MODE4  = 3'b011,
        XRV_VEC_MODE2  = 3'b100
    } xrv_vec_mode_e;
    typedef enum bit [4:0] {
        XRV_LUI       = 5'b01101,
        XRV_AUIPC     = 5'b00101,
        XRV_JAL       = 5'b11011,
        XRV_JALR      = 5'b11001,
        XRV_BRANCH    = 5'b11000,
        XRV_LOAD      = 5'b00000,
        XRV_LOAD_FP   = 5'b00001,
        XRV_STORE     = 5'b01000,
        XRV_STORE_FP  = 5'b01001,  
        XRV_ARITH_IMM = 5'b00100,
        XRV_ARITH     = 5'b01100,  
        XRV_FENCE     = 5'b00011,
        XRV_AMO       = 5'b01011,
        XRV_SYSTEM    = 5'b11100,
        XRV_VECTOR    = 5'b10101,
        XRV_CUSTOM    = 5'b11110
    } xrv_opcode_e;
    typedef enum logic [1:0] {
        XRV_SRC0_RS0 = 'd0,
        XRV_SRC0_RS1,
        XRV_SRC0_PC,
        XRV_SRC0_IMM
    } xrv_exe_src0_sel_e;
    typedef enum logic [1:0] {
        XRV_SRC1_RS0 = 'd0,
        XRV_SRC1_RS1,
        XRV_SRC1_IMM
    } xrv_exe_src1_sel_e;
    typedef enum logic [1:0] {
        XRV_IMM0_Z = 'd0,
        XRV_IMM0_ZERO
    } xrv_imm0_sel_e;
    typedef enum logic [1:0] {
        XRV_IMM1_I = 'd0,
        XRV_IMM1_S,
        XRV_IMM1_U
    } xrv_imm1_sel_e;
    typedef enum bit [11:0] {
        XRV_CSR_MTVEC = 12'h305
    } xrv_csr_e;
endpackage
module mrv1_rf
#(
    parameter DATA_WIDTH_P = 32,
    parameter NUM_THREADS_P = 8,
    parameter rf_addr_width_p = 5,
    parameter TID_WIDTH_LP = $clog2(NUM_THREADS_P),
    parameter rf_addr_width_lp = TID_WIDTH_LP + rf_addr_width_p,
    parameter rf_size_lp = (1 << rf_addr_width_lp)
) (
    input  logic                                clk_i,
    input  logic                                rst_i,
    input  logic [TID_WIDTH_LP-1:0]             tid_i,
    input  logic [rf_addr_width_p-1:0]          rs0_addr_i,
    output logic [DATA_WIDTH_P-1:0]             rs0_data_o,
    input  logic [rf_addr_width_p-1:0]          rs1_addr_i,
    output logic [DATA_WIDTH_P-1:0]             rs1_data_o,
    input  logic [TID_WIDTH_LP-1:0]             rd_tid_i,
    input  logic                                rd_w_en_i,
    input  logic [rf_addr_width_p-1:0]          rd_addr_i,
    input  logic [DATA_WIDTH_P-1:0]             rd_data_i
);
    logic [rf_size_lp-1:0][DATA_WIDTH_P-1:0]    rf_mem_q;
    wire [rf_addr_width_lp-1:0] rs0_addr_w = {tid_i, rs0_addr_i};
    wire [rf_addr_width_lp-1:0] rs1_addr_w = {tid_i, rs1_addr_i};
    wire [rf_addr_width_lp-1:0] rd_addr_w  = {rd_tid_i, rd_addr_i};
    assign rs0_data_o = rs0_addr_i == 'b0 ? 'b0 : rf_mem_q[rs0_addr_w];
    assign rs1_data_o = rs1_addr_i == 'b0 ? 'b0 : rf_mem_q[rs1_addr_w];
    always_ff @(posedge clk_i) begin
        if (rd_w_en_i) begin
            rf_mem_q[rd_addr_w] <= rd_data_i;
        end
    end
endmodule
```
**/design/flow/run.sh**
```bash
#!/bin/bash
# OpenROAD 26Q1-2900-gdf79404cd8, Yosys 0.63+post, stock flow scripts
make -C /OpenROAD-flow-scripts/flow DESIGN_CONFIG=/design/flow/config.mk WORK_HOME=/design/flow/orfs finish
```
==> job_summary.md <==
## Implementation flow summary

| Metric | Value |
|---|---|
| Flip-flop and latch count after synthesis | `8192` |
| Worst Tran Pin Value | `1.43 ns` |
| Number of global-route vias before repair | `325000` |
| Clock root buffer | `clkbuf_16` |
| Chip Width | `983 µm` |
| Die footprint | `966000 µm²` |
| Worst Setup End Kind | `output pin` |
| Largest vdd supply drop | `0.0000124 V` |
| Yosys Instances | `32000` |
| Maximum root-to-sink buffer count | `5` |
| Number of levels in the clock H-tree | `6` |
| Per-instance average area after synthesis | `15.0 µm²` |
| Final clock period utilization by the worst path | `46.3%` |
| Layout-stage area growth over the synthesis result | `10.1%` |
| Worst-path maximum fanout | `56` |
| Outcome | `complete, no violations` |
| Clock input transition at the sequential cells of the worst setup and hold paths | `0.06 ns` |
| CORE AREA | `957000 µm²` |
| Asr flop ratio synth | `0%` |
| Sum of internal, switching and leakage power | `6400 µW` |
| Minimum clock period after layout | `62.74 ns` |
| R2r endpoint | `rf_mem_q[1085]` |
| Dominant Register Cell | `edfxtp_1` |
| DRT Pass-1 Iters | `6` |
| Clock latency on the worst-skew pair | `1.16 ns` |
| Resized Gates After CTS | `0` |
| Sum of negative setup slack | `0 ns` |
| IO Pins | `120` |
| Initial detailed-routing violation count | `26300` |
| Vertical die dimension | `983 µm` |
| GR Util All Layers | `43.9%` |
| Number of buffers added to fix hold violations after cts | `0` |
| Number of setup buffers added after CTS | `0` |
| Total cell area reported by yosys after synthesis | `481000 µm²` |
| FF-to-FF Start | `rf_mem_q[1085]` |
| Final tally of setup violations | `0` |
| Overall via count from detail_route | `320000` |
| DRC | `0` |
| Unique masters post-synth | `85` |
| Total wire length | `1960000 µm` |
| First-pass GRT wire length | `2670000 µm` |
| Remaining max-slew budget at the tightest pin | `3.99%` |
| CTS sink cnt | `8192` |
| CTS tree | `done` |
| Number of antenna violations at the first check in global routing | `189` |
| Synthesized cell area | `481000 µm²` |
| Fill cell count | `75000` |
| Port buffer count | `118` |
| Fraction of layout cells with a size suffix above 1 | `42.7%` |
| Number of warning messages in the yosys log | `1` |
| Fraction of the core area occupied by cells at floorplan | `50.3%` |
| Portion of the post-synthesis area used by sequential elements | `51.2%` |
| Setup Crit Path Kind | `in2out` |
| Maximum number of pins on one net before global-route repair | `129` |
| Routability congestion estimate | `1.01` |
| Instance count along the most critical hold path | `1` |
| Path type of the worst min-delay path | `reg2reg` |
| Leakage power | `0.185 µW` |
| Number of flops mapped to enable cells by yosys | `8192` |
| Gate count of the mapped netlist | `32000` |
| Number of failing hold endpoints at the final stage | `0` |
| # Max-Cap Violations | `0` |
| Endpoint with the worst hold slack | `rf_mem_q[268]` |
| Number of placement rows | `359` |
| Number of warnings in the stage logs | `84` |
| Data required time at the worst endpoint | `108.48 ns` |
| Placement Cell Area | `500000 µm²` |
| HPWL reported at the end of detailed placement | `1250000 µm` |
| Register bank with the most flops | `rf_mem_q` |
| Hold_ws | `0.583 ns` |
| Max reg flops | `8192` |
| Routed wire length per instance | `43.5 µm` |
| Data arrival, critical path | `35.62 ns` |
| Total global routing overflow | `0` |
| Via/cell ratio | `7.10` |
| Number of max-slew violations in the final report | `0` |
| Power density relative to cell area | `12.1 nW/µm²` |
| Sort of element at the start of the critical path | `input port` |
| Slack of the worst reg-to-reg path | `134.48 ns` |
| Post-route cell area | `529000 µm²` |
| Hold Path Origin | `rf_mem_q[268]` |
| Final Skew | `0 ns` |
| Top Registers | `rf_mem_q: 8192 flops` |
| RSZ-0062 raised after global routing | `false` |
| Number of buffers inserted during clock tree synthesis | `931` |
| Reg2Reg Depth | `1` |
| Peak Freq | `15.9 MHz` |
| Post-route antenna net violation count | `0` |
## layout make-up
type / count / area, µm² / share of cell area [%]
Inverter: 14 / 82.6 / 0.0156
Antenna cell: 352 / 881 / 0.166
Sequential cell: 8192 / 246000 / 46.5
Tap cell: 12600 / 15800 / 2.99
Clock inverter: 490 / 3780 / 0.714
Timing Repair Buffer: 1927 / 15600 / 2.95
Multi-Input combinational cell: 20300 / 223000 / 42.0
Clock buffer: 1198 / 24600 / 4.64
## worst max-delay path, stage by stage
cell             delay [ns]
buf_16                 0.32
buf_4                  0.64
buf_4                  0.66
buf_12                 0.37
buf_4                  0.60
buf_4                  0.72
buf_4                  0.73
buf_4                  0.54
mux4_2                 0.38
and2_1                 0.19
o22ai_1                0.66
a22o_1                 0.30
a211o_1                0.52
o22ai_1                0.29
buf_4                  0.32
clkdlybuf4s50_1        0.57
## synth_stat cells (all sizes together), types with 33 or more instances
library cell	number	share of area (%)
and3	43	0.056
a31oi	303	0.39
nand4	198	0.26
o32ai	63	0.11
nand3	252	0.26
o21ai	204	0.21
nor4	115	0.15
o21a	77	0.12
mux2	8250	19
a211o	64	0.12
buf	1511	1.5
edfxtp	8192	51
a21o	64	0.10
nor2	314	0.26
a22oi	946	1.5
and2	219	0.28
mux2i	3954	8.2
o22ai	960	1.2
a21oi	212	0.22
nor3	318	0.38
mux4	2165	10
a22o	62	0.11
o22a	33	0.060
nand2	358	0.28
clkbuf	2051	1.6
a211oi	181	0.28
o21bai	40	0.062
a32oi	39	0.071
o221ai	440	0.80
## cell usage in the layout, fill, tap and decap left out, types with 200 or more instances in the layout
cell / n
a22oi_1: 939
mux2_2: 8005
nor2_1: 216
and2_1: 216
clkbuf_1: 254
nand2_1: 265
mux4_2: 2165
nand3_1: 200
a21oi_1: 211
mux2i_1: 3954
o221ai_1: 440
a31oi_1: 303
o22ai_1: 952
nor3_1: 245
edfxtp_1: 8192
clkbuf_16: 944
clkinv_1: 266
diode_2: 352
mux2_1: 245
buf_4: 1764
## report_power, final
group          total, µW  internal, µW  switching, µW
clock network       2450          1360           1090
registers           3060          2960           93.8
logic                895           347            547
## worst max path at each step
stage                    end  cells after the start          start
finish        rs1_data_o[10]                     16  rs1_addr_i[1]
global route  rs0_data_o[21]                     20  rs0_addr_i[2]
CTS           rs0_data_o[21]                     20  rs0_addr_i[2]
## stage by stage
step	utilization (%)	std cells	setup slack [ns]
6_report	55.3	45100	72.86
5_1_grt	55.3	44900	72.99
4_1_cts	55.2	44700	73.22
3_5_place_dp	52.3	43000	73.25
3_3_place_gp	52.3	43000	73.13
2_1_floorplan	-	32000	78.90
## logic make-up (layout without fill, tap and decap cells)
logic type	Yosys count	in the layout	share of synthesized area, %
AND-OR/OR-AND	3943	3943	5.88
XOR/XNOR	3	3	0.00547
adder cells (fa/ha/maj)	2	2	0.00520
buffers and inverters	3576	3629	3.12
flip-flops	8192	8192	51.2
multiplexers	14400	14400	37.7
other	0	352	0
AND/OR/NAND/NOR	1936	1936	2.13
## per-layer routing
layer / wire length, µm / vias up / global-route usage, %
met3: 370000 / 5038 / 34.2
met4: 163000 / 235 / 26.6
met1: 608000 / 164000 / 52.3
met5: 11800 / - / 8.97
met2: 807000 / 20600 / 55.9
li1: - / 130000 / -
Power figures rest on the tool's default switching activity, not on a simulated workload.
