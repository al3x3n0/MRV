==> flow/run.sh <==
#!/bin/bash
# OpenROAD 26Q1-2900-gdf79404cd8, Yosys 0.63+post, stock flow scripts
make -C /OpenROAD-flow-scripts/flow DESIGN_CONFIG=/design/flow/config.mk WORK_HOME=/design/flow/orfs finish
==> flow/config.mk <==
export PLATFORM = sky130hd
export DESIGN_NAME = xrv1_branch_spec
export DESIGN_NICKNAME = xrv1_branch_spec
export VERILOG_FILES = /design/flow/design.v
export SDC_FILE = /design/flow/constraint.sdc
export NUM_CORES = 4
export LEC_CHECK = 1
export CORE_UTILIZATION = 50
==> flow/constraint.sdc <==
current_design xrv1_branch_spec

set clk_period 10.0
set clk_io_pct 0.2

create_clock -name clk0 -period $clk_period

set non_clock_inputs [all_inputs -no_clocks]
set_input_delay [expr $clk_period * $clk_io_pct] -clock clk0 $non_clock_inputs
set_output_delay [expr $clk_period * $clk_io_pct] -clock clk0 [all_outputs]
==> flow/design.v <==
package xrv1_pkg;
    localparam XRV_ALU_OPS_NUM = 20;
    localparam XRV_ALU_OP_WIDTH = $clog2(XRV_ALU_OPS_NUM);
    typedef enum bit [XRV_ALU_OP_WIDTH-1:0] {
        XRV_ALU_XOR = 'd0,
        XRV_ALU_OR  = 'd1,
        XRV_ALU_AND = 'd2,
        XRV_ALU_ADD = 'd3,
        XRV_ALU_SUB = 'd4,
        XRV_ALU_SRA = 'd5,
        XRV_ALU_SRL = 'd6,
        XRV_ALU_SLL = 'd7,
        XRV_ALU_LTS = 'd8,
        XRV_ALU_LTU = 'd9,
        XRV_ALU_LES = 'd10,
        XRV_ALU_LEU = 'd11,
        XRV_ALU_GTS = 'd12,
        XRV_ALU_GTU = 'd13,
        XRV_ALU_GES = 'd14,
        XRV_ALU_GEU = 'd15,
        XRV_ALU_EQ  = 'd16,
        XRV_ALU_NE  = 'd17,
        XRV_ALU_SLTS  = 'd18,
        XRV_ALU_SLTU  = 'd19
    } xrv_alu_op_e;
    typedef enum bit [1:0] {
        XRV_MUL_MUL    = 2'b00,
        XRV_MUL_MULH   = 2'b01,
        XRV_MUL_MULHSU = 2'b10,
        XRV_MUL_MULHU  = 2'b11
    } xrv_mul_op_e;
    typedef enum bit [1:0] {
        XRV_DIV_DIVU  = 2'b00,
        XRV_DIV_DIV   = 2'b01,
        XRV_DIV_REMU  = 2'b10,
        XRV_DIV_REM   = 2'b11
    } xrv_div_op_e;
    typedef enum bit [1:0] {
        XRV_CSR_READ  = 2'b00,
        XRV_CSR_WRITE = 2'b01,
        XRV_CSR_SET   = 2'b10,
        XRV_CSR_CLR   = 2'b11
    } xrv_csr_op_e;
    typedef enum bit [1:0] {
        LS_B = 2'b00,
        LS_H = 2'b01,
        LS_W = 2'b10
    } xrv_ls_data_size_e;
    typedef enum bit [2:0] {
        XRV_VEC_MODE32 = 3'b000,
        XRV_VEC_MODE16 = 3'b001,
        XRV_VEC_MODE8  = 3'b010,
        XRV_VEC_MODE4  = 3'b011,
        XRV_VEC_MODE2  = 3'b100
    } xrv_vec_mode_e;
    typedef enum bit [4:0] {
        XRV_LUI       = 5'b01101,
        XRV_AUIPC     = 5'b00101,
        XRV_JAL       = 5'b11011,
        XRV_JALR      = 5'b11001,
        XRV_BRANCH    = 5'b11000,
        XRV_LOAD      = 5'b00000,
        XRV_LOAD_FP   = 5'b00001,
        XRV_STORE     = 5'b01000,
        XRV_STORE_FP  = 5'b01001,  
        XRV_ARITH_IMM = 5'b00100,
        XRV_ARITH     = 5'b01100,  
        XRV_FENCE     = 5'b00011,
        XRV_AMO       = 5'b01011,
        XRV_SYSTEM    = 5'b11100,
        XRV_VECTOR    = 5'b10101,
        XRV_CUSTOM    = 5'b11110
    } xrv_opcode_e;
    typedef enum logic [1:0] {
        XRV_SRC0_RS0 = 'd0,
        XRV_SRC0_RS1,
        XRV_SRC0_PC,
        XRV_SRC0_IMM
    } xrv_exe_src0_sel_e;
    typedef enum logic [1:0] {
        XRV_SRC1_RS0 = 'd0,
        XRV_SRC1_RS1,
        XRV_SRC1_IMM
    } xrv_exe_src1_sel_e;
    typedef enum logic [1:0] {
        XRV_IMM0_Z = 'd0,
        XRV_IMM0_ZERO
    } xrv_imm0_sel_e;
    typedef enum logic [1:0] {
        XRV_IMM1_I = 'd0,
        XRV_IMM1_S,
        XRV_IMM1_U
    } xrv_imm1_sel_e;
    typedef enum bit [11:0] {
        XRV_CSR_MTVEC = 12'h305
    } xrv_csr_e;
endpackage
import xrv1_pkg::*;
module xrv1_branch_spec
(
    input logic [31:0]              insn_i,
    input logic [31:0]              insn_pc_i,
    input logic                     insn_rv16_i,
    output logic                    spec_pc_vld_o,
    output logic [31:0]             spec_pc_o
);
    wire c01_w              = insn_i[1:0] == 2'b01;
    wire [2:0] rv16_func3_w = insn_i[15:13];
    wire rv16_beqz_w = c01_w & rv16_func3_w == 3'b110;
    wire rv16_bnez_w = c01_w & rv16_func3_w == 3'b111;
    wire rv16_jal_w  = c01_w & rv16_func3_w == 3'b001;
    wire rv16_j_w    = c01_w & rv16_func3_w == 3'b101;
    wire [6:0] opcode_w = insn_i[6:0];
    wire rv16_is_branch_w = rv16_beqz_w | rv16_bnez_w;
    wire rv16_is_jump_w   = rv16_jal_w | rv16_j_w;
    wire rv32_is_branch_w = opcode_w == {XRV_BRANCH, 2'b11};
    wire rv32_is_jump_w   = opcode_w == {XRV_JAL,    2'b11};
    wire rv16_spec_pc_vld_w = rv16_is_branch_w | rv16_is_jump_w;
    wire rv32_spec_pc_vld_w = rv32_is_branch_w | rv32_is_jump_w;
    wire [31:0] imm_cj_type_w = {
        {20{insn_i[12]}},
        insn_i[12],
        insn_i[8],
        insn_i[10:9],
        insn_i[6],
        insn_i[7],
        insn_i[2],
        insn_i[11],
        insn_i[5:3],
        1'b0
    };
    wire [31:0] imm_cb_type_w = {
        {23{insn_i[12]}},
        insn_i[12],
        insn_i[6:5],
        insn_i[2],
        insn_i[11:10],
        insn_i[4:3],
        1'b0
    };
    wire [31:0] imm_b_type_w = {
        {19{insn_i[31]}},
        insn_i[31],
        insn_i[7],
        insn_i[30:25],
        insn_i[11:8],
        1'b0
    };
    wire [31:0] imm_j_type_w = {
        {12{insn_i[31]}},
        insn_i[19:12],
        insn_i[20],
        insn_i[30:21],
        1'b0
    };
    logic [31:0] spec_branch_tgt_r;
    always_comb begin
        if (rv16_is_branch_w)
            spec_branch_tgt_r = insn_pc_i + imm_cb_type_w;
        else if (rv16_is_jump_w)
            spec_branch_tgt_r = insn_pc_i + imm_cj_type_w;
        else if (rv32_is_branch_w)
            spec_branch_tgt_r = insn_pc_i + imm_b_type_w;
        else if (rv32_is_jump_w)
            spec_branch_tgt_r = insn_pc_i + imm_j_type_w;
        else
            spec_branch_tgt_r = insn_pc_i + 'd4;
    end
    assign spec_pc_o = spec_branch_tgt_r;
    assign spec_pc_vld_o = (rv32_spec_pc_vld_w & ~insn_rv16_i) | rv16_spec_pc_vld_w;
endmodule
==> commit_impl_results.txt <==
Log flow metrics for this revision

- Routed wire per std cell: 21.67 um
- In the Yosys report, the sequential cells make up 0% of the chip area.
- Worst min-delay path category: in2out
- Post-CTS repair changed the size of 0 cells.
* OpenROAD warning count: 33
* Total setup violations reported at the end of the flow: 0
- Combinational logic burns 100.0% of the power.
* Number of setup buffers added after CTS: 0
- Post-route fraction of the period consumed by the critical path: 80.80%
- Post-synthesis cell type with the largest combined area: sky130_fd_sc_hd__ha_1
- Total length of routed wires: 27980 um
* Fin Setup TNS: 0 ns
- Global-route usage over all layers: 38.64%
- The analysis reports a worst IR drop on VDD of 35.54 uV.
- Arrival @ worst endpoint: 6.08 ns
- Setup repair after global routing left no endpoint under its margin.
* Endpoints failing hold: 0
- Ports: 98
- Counting stages on the worst path, the most repeated cell is sky130_fd_sc_hd__clkdlybuf4s50_1.
* Pwr Density: 59.65 nW/um2
- The transition time recorded at the tightest slew-check pin is 0.7955 ns.
* CORE AREA: 13880 um2
* Yosys synthesis warning count: 1
- Syn avg cell area: 6.626 um2
- Power share of the sequential group: 0%
- According to the dpl log, the detail-placed design has an HPWL of 22100 um.
- The highest clock rate this design can be run at is 0.1238 GHz.
- Before CTS, the worst setup slack after placement is 1.969 ns.
- The iteration count recorded for the first detailed-route pass is 8.
- Placer Congestion: 1.059
* First DRT Iteration DRCs: 1103
- Chip area in the Yosys report: 7089 um2
- Worst EP required: 8.00 ns
- Once detail routing completed, the nets flagged for antenna violations numbered 0.
* Total area of sequential cells: 0 um2
- Post-detailed-route via-to-cell ratio: 6.826
* Final Worst Setup Slack: 1.920 ns
- The number of different library cells used by synthesis comes to 88.
- Count of buffers from port buffering: 96
- After floorplanning, the die was sized to cover 14660 um2.
* Max incr delay on CP: 0.82 ns
- Internal power: 193.6 uW
- Number of rows in the core area: 43
- For reference, the critical path is launched at insn_i[12].
* End point of the critical path: spec_pc_o[20]
* Highest fanout seen on the critical path: 16
- Wire length of the first global-routing pass: 43230 um
- The routed layout has 8813 vias.
* Max-slew headroom at the worst pin: 46.80%
* Pin count of the biggest net entering global routing: 37
- Classification of the worst setup path: in2out
* Sequence of cells on the critical path: clkdlybuf4s50_1, ha_1, and2_1, and3_1, a221oi_1, a21bo_2, o22ai_2, a211oi_1, a2111oi_1, clkdlybuf4s50_1
* Starting density of the core: 51.07%
- The slowest stage of the critical path is the sky130_fd_sc_hd__clkdlybuf4s50_1 cell.
* Clock network fraction of total power: 0%
- Per the breakdown, switching nets consume 59.13% of all power.
- Total congestion overflow after global routing: 0
- The post-route netlist has 4.050% of its cells at a drive strength greater than 1.
- Die span in y: 121.1 um
- Die x size: 121.1 um
- Number of remaining DRC errors: 0
* Crit path capture type: output pin
* Ys cells: 1070
* Static leakage: 3.048 nW
- The number of global-route vias before repair was 7701.
- By area the synthesized netlist is led by sky130_fd_sc_hd__ha_1 (13%), sky130_fd_sc_hd__a21oi_1 (8.5%), sky130_fd_sc_hd__nand2_1 (6.4%), sky130_fd_sc_hd__o21ai_0 (6.0%), sky130_fd_sc_hd__xor2_1 (4.4%).
- After synthesis, the most frequently instantiated cells are sky130_fd_sc_hd__a21oi_1 (120), sky130_fd_sc_hd__nand2_1 (120), sky130_fd_sc_hd__o21ai_0 (85), sky130_fd_sc_hd__nor2_1 (79), sky130_fd_sc_hd__ha_1 (76).
- Min Tclk post-route: 8.080 ns
- The design has 0 sequential cells.
- The run reported a max-capacitance violation count of 0.
* Hold Path Origin: insn_pc_i[0]
- Share of Yosys cell area claimed by the top area cell type: 13.41%
* Number of buffers inserted by hold repair at cts: 0
- Final max-slew violation count: 0
- The layout has 0 clock buffers.
- Antenna violations before repair: 0
- Area Overhead vs Synth: 12.00%
- Sw power: 280.0 uW
- STA classifies the critical path startpoint as a primary input.
- Post-Synthesis Cell Area: 7089 um2
- Run status: complete, no violations
- Synthesized netlist cell count: 1070
* Count of inserted antenna diode cells: 0
## power groups by stage
| stage | clock, mW | combinational (mW) | sequential [mW] |
|---|---|---|---|
| final | 0 | 0.474 | 0 |
| after global routing | 0 | 0.514 | 0 |
| after CTS | 0 | 0.461 | 0 |
## metrics by stage
step	instance area, um2	power (mW)	hold slack (ns)	utilization, %	instances
2_1_floorplan	7089	0.3070	4.035	-	1070
3_3_place_gp	7940	0.4608	4.000	57.20	1291
3_5_place_dp	7940	0.4583	4.000	57.20	1291
4_1_cts	7940	0.4612	4.000	57.20	1291
5_1_grt	7940	0.5144	4.000	57.20	1291
6_report	7940	0.4736	4.000	57.20	1291
## critical path, delay by kind of cell
kind | cells | cell delay (ns)
AOI/OAI and AO/OA | 5 | 1.56
adders and majority gates | 1 | 0.66
buffers and inverters | 2 | 1.38
and+or+nand+nor | 2 | 0.48
## how the worst min path moves through the flow
stage | depth (start not counted) | endpoint
4_1_cts | 0 | spec_pc_o[0]
5_1_grt | 0 | spec_pc_o[0]
6_report | 0 | spec_pc_o[0]
## area by class of cell
| type | count | area, um2 |
|---|---|---|
| Fill cell | 1374 | 5941 |
| Inverter | 17 | 63.81 |
| Multi-Input combinational cell | 985 | 6593 |
| Tap cell | 180 | 225.2 |
| Timing Repair Buffer | 109 | 1059 |
## cells in the final DEF (no fill, tap or decap), types with 19 or more instances in the layout
| cell | instances |
|---|---|
| sky130_fd_sc_hd__xor2_1 | 36 |
| sky130_fd_sc_hd__nand4_1 | 31 |
| sky130_fd_sc_hd__clkdlybuf4s50_1 | 96 |
| sky130_fd_sc_hd__nand3_1 | 33 |
| sky130_fd_sc_hd__a21oi_1 | 120 |
| sky130_fd_sc_hd__a21o_1 | 36 |
| sky130_fd_sc_hd__nor2_1 | 79 |
| sky130_fd_sc_hd__nor3_1 | 31 |
| sky130_fd_sc_hd__ha_1 | 76 |
| sky130_fd_sc_hd__xnor2_1 | 28 |
| sky130_fd_sc_hd__o211ai_1 | 19 |
| sky130_fd_sc_hd__a31oi_1 | 22 |
| sky130_fd_sc_hd__nand2_1 | 120 |
| sky130_fd_sc_hd__o21ai_0 | 85 |
## kinds of logic after synthesis
kind of cell    synth area share, %
mux                           1.447
compound gates                42.80
xor+xnor                      7.907
buf+inv                       7.165
simple gates                  26.42
fa+ha+maj                     14.26
## per-layer routing
layer / vias to the layer above / GRT usage, % / share of wire, %
met5: - / 0 / 0
met4: 0 / 4.630 / 1.2
met3: 36 / 9.213 / 12
met2: 467 / 56.54 / 41
met1: 4068 / 58.44 / 46
li1: 4242 / - / -
Power figures rest on the tool's default switching activity, not on a simulated workload.
