**run.sh**
```bash
#!/bin/bash
# OpenROAD 26Q1-2900-gdf79404cd8, Yosys 0.63+post, stock flow scripts
make -C /OpenROAD-flow-scripts/flow DESIGN_CONFIG=/design/flow/config.mk WORK_HOME=/design/flow/orfs finish
```
**config.mk**
```make
export PLATFORM = sky130hd
export DESIGN_NAME = xrv1_rf
export DESIGN_NICKNAME = xrv1_rf
export VERILOG_FILES = /design/flow/design.v
export SDC_FILE = /design/flow/constraint.sdc
export NUM_CORES = 4
export LEC_CHECK = 1
export CORE_UTILIZATION = 30
```
**constraint.sdc**
```tcl
current_design xrv1_rf

set clk_period 14.3
set clk_io_pct 0.2

create_clock -name clk0 -period $clk_period [get_ports {clk_i}]

set non_clock_inputs [all_inputs -no_clocks]
set_input_delay [expr $clk_period * $clk_io_pct] -clock clk0 $non_clock_inputs
set_output_delay [expr $clk_period * $clk_io_pct] -clock clk0 [all_outputs]
```
**design.v**
```verilog
package xrv1_pkg;
    localparam XRV_ALU_OPS_NUM = 20;
    localparam XRV_ALU_OP_WIDTH = $clog2(XRV_ALU_OPS_NUM);
    typedef enum bit [XRV_ALU_OP_WIDTH-1:0] {
        XRV_ALU_XOR = 'd0,
        XRV_ALU_OR  = 'd1,
        XRV_ALU_AND = 'd2,
        XRV_ALU_ADD = 'd3,
        XRV_ALU_SUB = 'd4,
        XRV_ALU_SRA = 'd5,
        XRV_ALU_SRL = 'd6,
        XRV_ALU_SLL = 'd7,
        XRV_ALU_LTS = 'd8,
        XRV_ALU_LTU = 'd9,
        XRV_ALU_LES = 'd10,
        XRV_ALU_LEU = 'd11,
        XRV_ALU_GTS = 'd12,
        XRV_ALU_GTU = 'd13,
        XRV_ALU_GES = 'd14,
        XRV_ALU_GEU = 'd15,
        XRV_ALU_EQ  = 'd16,
        XRV_ALU_NE  = 'd17,
        XRV_ALU_SLTS  = 'd18,
        XRV_ALU_SLTU  = 'd19
    } xrv_alu_op_e;
    typedef enum bit [1:0] {
        XRV_MUL_MUL    = 2'b00,
        XRV_MUL_MULH   = 2'b01,
        XRV_MUL_MULHSU = 2'b10,
        XRV_MUL_MULHU  = 2'b11
    } xrv_mul_op_e;
    typedef enum bit [1:0] {
        XRV_DIV_DIVU  = 2'b00,
        XRV_DIV_DIV   = 2'b01,
        XRV_DIV_REMU  = 2'b10,
        XRV_DIV_REM   = 2'b11
    } xrv_div_op_e;
    typedef enum bit [1:0] {
        XRV_CSR_READ  = 2'b00,
        XRV_CSR_WRITE = 2'b01,
        XRV_CSR_SET   = 2'b10,
        XRV_CSR_CLR   = 2'b11
    } xrv_csr_op_e;
    typedef enum bit [1:0] {
        LS_B = 2'b00,
        LS_H = 2'b01,
        LS_W = 2'b10
    } xrv_ls_data_size_e;
    typedef enum bit [2:0] {
        XRV_VEC_MODE32 = 3'b000,
        XRV_VEC_MODE16 = 3'b001,
        XRV_VEC_MODE8  = 3'b010,
        XRV_VEC_MODE4  = 3'b011,
        XRV_VEC_MODE2  = 3'b100
    } xrv_vec_mode_e;
    typedef enum bit [4:0] {
        XRV_LUI       = 5'b01101,
        XRV_AUIPC     = 5'b00101,
        XRV_JAL       = 5'b11011,
        XRV_JALR      = 5'b11001,
        XRV_BRANCH    = 5'b11000,
        XRV_LOAD      = 5'b00000,
        XRV_LOAD_FP   = 5'b00001,
        XRV_STORE     = 5'b01000,
        XRV_STORE_FP  = 5'b01001,  
        XRV_ARITH_IMM = 5'b00100,
        XRV_ARITH     = 5'b01100,  
        XRV_FENCE     = 5'b00011,
        XRV_AMO       = 5'b01011,
        XRV_SYSTEM    = 5'b11100,
        XRV_VECTOR    = 5'b10101,
        XRV_CUSTOM    = 5'b11110
    } xrv_opcode_e;
    typedef enum logic [1:0] {
        XRV_SRC0_RS0 = 'd0,
        XRV_SRC0_RS1,
        XRV_SRC0_PC,
        XRV_SRC0_IMM
    } xrv_exe_src0_sel_e;
    typedef enum logic [1:0] {
        XRV_SRC1_RS0 = 'd0,
        XRV_SRC1_RS1,
        XRV_SRC1_IMM
    } xrv_exe_src1_sel_e;
    typedef enum logic [1:0] {
        XRV_IMM0_Z = 'd0,
        XRV_IMM0_ZERO
    } xrv_imm0_sel_e;
    typedef enum logic [1:0] {
        XRV_IMM1_I = 'd0,
        XRV_IMM1_S,
        XRV_IMM1_U
    } xrv_imm1_sel_e;
    typedef enum bit [11:0] {
        XRV_CSR_MTVEC = 12'h305
    } xrv_csr_e;
endpackage
module xrv1_rf
#(
    parameter DATA_WIDTH_P = 32,
    parameter rf_addr_width_p = 5,
    parameter rf_size_lp = (1 << rf_addr_width_p)
) (
    input logic                             clk_i,
    input logic                             rst_i,
    input logic [rf_addr_width_p-1:0]       rs0_addr_i,
    output logic [DATA_WIDTH_P-1:0]         rs0_data_o,
    input logic [rf_addr_width_p-1:0]       rs1_addr_i,
    output logic [DATA_WIDTH_P-1:0]         rs1_data_o,
    input logic                             rd_w_en_i,
    input logic [rf_addr_width_p-1:0]       rd_addr_i,
    input logic [DATA_WIDTH_P-1:0]          rd_data_i
);
    logic [rf_size_lp-1:0][DATA_WIDTH_P-1:0] rf_mem;
    assign rs0_data_o = rs0_addr_i == 'b0 ? 'b0 : rf_mem[rs0_addr_i];
    assign rs1_data_o = rs1_addr_i == 'b0 ? 'b0 : rf_mem[rs1_addr_i];
    always_ff @(posedge clk_i) begin
        if (rd_w_en_i)
            rf_mem[rd_addr_i] <= rd_data_i;
    end
    function [DATA_WIDTH_P - 1:0] read_reg;
        input integer reg_addr;
        read_reg = rf_mem[reg_addr];
    endfunction
endmodule
```
==> impl_summary.log <==
[flow] summary of implementation run
[metrics] Late-Pin Clk Latency: 0.73 ns
[metrics] number of buffer and inverter stages on the critical path: 5
[metrics] final tally of hold violations: 0
[metrics] number of core rows: 164
[metrics] number of placed cells counting well taps: 6,091
[metrics] pin count of the biggest net entering global routing: 118
[metrics] number of register bits inferred by synthesis: 1,024
[metrics] largest buffer count on any clock path: 3
[metrics] top register by number of flip-flops: rf_mem
[metrics] core region area: 199,900 um2
[metrics] crit-path most repeated cell: sky130_fd_sc_hd__buf_4
[metrics] routed via count divided by cell count: 5.600
[metrics] Detailed Route WL: 184,000 um
[metrics] overall power of the completed layout: 7.591 mW
[metrics] power density cells: 112.0 nW/um2
[metrics] critical path endpoint: rs0_data_o[2]
[metrics] Starting DRT DRC Count: 2,141
[metrics] Clock Skews: 0 ns
[metrics] die width: 450.5 um
[metrics] top-count cell post-synth: sky130_fd_sc_hd__edfxtp_1
[metrics] min-delay worst type: register to register
[metrics] switching power: 1.924 mW
[metrics] clock group share of total power: 36.5%
[metrics] maximum fanout encountered on the critical timing path: 38
[metrics] sequential cell area fraction in the yosys report: 50.97%
[metrics] master of the slowest instance on the critical path: sky130_fd_sc_hd__clkdlybuf4s50_1
[metrics] Post-Syn Area per Cell: 16.99 um2
[metrics] clock tree from TritonCTS: built
[metrics] count of input and output buffers: 112
[metrics] transition time at the pin with the least slew margin: 0.8658 ns
[metrics] Mapped Cells: 3,552
[metrics] startpoint class of the critical path: primary input
[metrics] first-pass GRT wire length: 267,300 um
[metrics] proportion of power drawn by combinational gates: 15.0%
[metrics] number of detailed-route iterations in the first pass: 22
[metrics] CTS Root Cell: sky130_fd_sc_hd__clkbuf_16
[metrics] count of boundary I/O pins: 114
[metrics] Post-Layout Inst Area: 67,750 um2
[metrics] number of levels in the clock H-tree: 3
[metrics] area after detailed placement: 64,390 um2
[metrics] endpoints failing setup: 0
[metrics] remaining number of nets flagged by the antenna check after routing: 0
[metrics] Placer Congestion: 0.8796
[metrics] capture point of the worst reg-to-reg path: rf_mem[841]
[metrics] shortest clock period the worst path allows after layout: 9.654 ns
[metrics] post-synth cell types: 42
[metrics] grt ovf: 0
[metrics] Die ar.: 202,900 um2
[metrics] largest registers: rf_mem (1024)
[metrics] number of hold buffers added after CTS: 0
[metrics] # Cells Yosys: 3,552
[metrics] vias after detailed routing: 35,230
[metrics] setup bufs post-CTS: 0
[metrics] worst path required time: 11.44 ns
[metrics] Total GRT Usage: 19.09%
[metrics] # resized after CTS: 0
[metrics] crit-path leading delay family: buffers and inverters
[metrics] top cells by instance count after synthesis: sky130_fd_sc_hd__edfxtp_1 (1,024), sky130_fd_sc_hd__mux2_2 (966), sky130_fd_sc_hd__mux4_2 (512)
[metrics] Num CTS Buffers: 108
[metrics] Worst VDD drop: 0.09493 mV
[metrics] Die Height: 450.5 um
[metrics] most used flip-flop cell: sky130_fd_sc_hd__edfxtp_1
[metrics] starting density of the core: 30.19%
[metrics] P_leak: 22.34 nW
[metrics] sequential fraction of design power: 48.4%
[metrics] number of sinks on the clock net: 1,024
[metrics] internal power: 5.667 mW
[metrics] CP Cell Sequence: buf_8, buf_4, buf_4, buf_4, mux4_2, mux2i_1, a211o_1, a21oi_1, clkdlybuf4s50_1
[metrics] number of antenna violations at the first check in global routing: 4
[metrics] worst-case headroom to the max-slew limit: 40.79%
[metrics] arrival time of the worst setup path: 6.79 ns
[metrics] worst-case register-to-register setup slack: 13.33 ns
[metrics] placed wire-length estimate after detailed placement: 110,600 um
[metrics] number of warnings issued by yosys: 1
[metrics] post-synth top area cell: sky130_fd_sc_hd__edfxtp_1
[metrics] Largest stage delay, worst path: 0.63 ns
[metrics] max-slew violation count: 0
[metrics] clock transition at the registers of the reported paths: 0.06 ns
[metrics] achievable clock frequency: 0.1036 GHz
[metrics] Area growth, synth to finish: 12.29%
[metrics] Max-area cell share: 50.97%
[metrics] area of the mapped netlist: 60,330 um2
[metrics] post-route clock period utilization: 67.51%
[metrics] DRC violations left: 0
[metrics] setup repair after global routing missed its margin: false
[metrics] number of non-filler instances in the completed layout: 6,291
[metrics] EDFF count, synth: 1,024
[metrics] switching part of the total power: 25.35%
[metrics] maximum capacitance violations: 0
[metrics] CP Class: primary input to primary output
[metrics] r2r worst-path depth: 1
[metrics] share of synthesized registers carrying an async set or reset: 0%
[metrics] share of final-layout standard cells stronger than drive strength 1: 52.30%
[metrics] Log Warnings: 33
[metrics] Setup Total Neg Slack: 0 ns
[metrics] routed wirelength normalized by instance count: 29.24 um
[metrics] kind of end point of the critical path: primary output
[metrics] flip-flop count of the largest register, all copies and words added: 1,024
[metrics] beginning of the critical path: rs0_addr_i[0]
[metrics] chip area in the Yosys report: 60,330 um2
[metrics] Synth area leaders: sky130_fd_sc_hd__edfxtp_1 (51%), sky130_fd_sc_hd__mux4_2 (19%), sky130_fd_sc_hd__mux2_2 (18%)
[metrics] number of global-route vias before repair: 36,878
[metrics] worst reg2reg path startpoint: rf_mem[841]
[metrics] number of cells on the critical path: 9
[metrics] run status: complete, no violations
[metrics] fraction of the core area covered by cells at the end of the flow: 33.90%
[cell type report]
type / instances / area [um2]
diodes: 4 / 10.01
clock buffers: 133 / 2796
clock inverters: 63 / 550.5
fillers: 18887 / 132100
inverters: 3 / 11.26
multi-input cells: 2131 / 27840
flip-flops and latches: 1024 / 30750
well taps: 2656 / 3323
repair buffers: 277 / 2462
[worst min-delay path by stage]
stage / slack (ns) / to / from / cells past startpoint
final: 0.58 / rf_mem[745] / rf_mem[745] / 1
after CTS: 0.59 / rf_mem[427] / rf_mem[427] / 1
after global routing: 0.60 / rf_mem[264] / rf_mem[264] / 1
[cells by family (layout without fill, tap and decap cells)]
| group | count (synthesis) | after routing | synth area share, % |
|---|---|---|---|
| other | 0 | 4 | 0 |
| XOR/XNOR | 1 | 1 | 0.01452 |
| AND/OR/NAND/NOR | 197 | 197 | 1.690 |
| AND-OR/OR-AND | 260 | 260 | 3.053 |
| adder cells (fa/ha/maj) | 2 | 2 | 0.04147 |
| flip-flops | 1024 | 1024 | 50.97 |
| multiplexers | 1671 | 1671 | 40.92 |
| buffers and inverters | 397 | 476 | 3.320 |
[per-stage QoR]
step                      hold slack, ns  setup WS [ns]
after floorplan                   0.5415          6.948
after global placement            0.5560          4.547
after detailed placement          0.5712          4.571
after CTS                         0.5856          4.570
after global routing              0.6034          4.462
final                             0.5821          4.646
[power by group through the flow]
| stage | clock [mW] | combinational, mW | sequential (mW) |
|---|---|---|---|
| CTS | 2.83 | 1.15 | 3.68 |
| global route | 2.93 | 1.21 | 3.71 |
| finish | 2.77 | 1.14 | 3.68 |
[layout by cell type (no fill, tap or decap), types with 5 or more instances in the layout]
cell type                            n
sky130_fd_sc_hd__edfxtp_1         1024
sky130_fd_sc_hd__mux2_2            966
sky130_fd_sc_hd__mux4_2            512
sky130_fd_sc_hd__buf_4             158
sky130_fd_sc_hd__clkbuf_16         108
sky130_fd_sc_hd__clkdlybuf4s50_1   101
sky130_fd_sc_hd__mux2i_1            97
sky130_fd_sc_hd__a21oi_1            65
sky130_fd_sc_hd__nor2b_1            62
sky130_fd_sc_hd__mux2_4             60
sky130_fd_sc_hd__a211oi_1           59
sky130_fd_sc_hd__nor2_1             52
sky130_fd_sc_hd__a221oi_1           47
sky130_fd_sc_hd__mux2_1             36
sky130_fd_sc_hd__clkinv_1           32
sky130_fd_sc_hd__clkbuf_1           25
sky130_fd_sc_hd__a2111oi_0          21
sky130_fd_sc_hd__nand2_1            19
sky130_fd_sc_hd__o21ai_0            18
sky130_fd_sc_hd__a211o_1            17
sky130_fd_sc_hd__a22oi_1            17
sky130_fd_sc_hd__clkinv_2           14
sky130_fd_sc_hd__nor2_4             12
sky130_fd_sc_hd__bufinv_16           8
sky130_fd_sc_hd__nand2_4             7
sky130_fd_sc_hd__buf_8               7
sky130_fd_sc_hd__buf_12              7
sky130_fd_sc_hd__nor2b_4             6
sky130_fd_sc_hd__a31oi_1             5
[metal layers]
layer  vias up  share of wire, %  track usage, %
met2      1548                49           30.00
met5         -            0.0038         0.09470
met1     18601                36           23.52
met4         2               4.3           6.389
li1      14766                 -               -
met3       313                11           9.196
Power figures rest on the tool's default switching activity, not on a simulated workload.
